`flow/config.mk`:
```
export PLATFORM = sky130hd
export DESIGN_NAME = feedback
export DESIGN_NICKNAME = feedback
export VERILOG_FILES = /design/flow/design.v
export SDC_FILE = /design/flow/constraint.sdc
export NUM_CORES = 4
export LEC_CHECK = 1
export CORE_UTILIZATION = 40
```
`flow/design.v`:
```
`timescale 1ns / 1ps
module feedback(
    input wire clk,
    input wire last_turn,
    input wire [2:0] code0,
    input wire [2:0] code1,
    input wire [2:0] code2,
    input wire [2:0] code3,
    input wire [2:0] history0,
    input wire [2:0] history1,
    input wire [2:0] history2,
    input wire [2:0] history3,
    output reg [1:0] ssd0,
    output reg [1:0] ssd1,
    output reg [1:0] ssd2,
    output reg [1:0] ssd3,
    output reg game_over
);
    integer end_game_cnt = 0;
    integer game_is_ending = 0;
    integer direct_matches = 0;
    integer indirect_matches = 0;
    integer no_matches = 0;
    integer code0_matched = 0;
    integer code1_matched = 0;
    integer code2_matched = 0;
    integer code3_matched = 0;
    integer history0_matched = 0;
    integer history1_matched = 0;
    integer history2_matched = 0;
    integer history3_matched = 0;
    always @(code0 or code1 or code2 or code3 or history0 or history1 or history2 or history3 or game_is_ending or last_turn) begin
        if (!game_is_ending) begin
            direct_matches = 0;
            indirect_matches = 0;
            no_matches = 0;
            code0_matched = 0;
            code1_matched = 0;
            code2_matched = 0;
            code3_matched = 0;
            history0_matched = 0;
            history1_matched = 0;
            history2_matched = 0;
            history3_matched = 0;
            if (code0 == history0) begin
                code0_matched = 1;
                history0_matched = 1;
                direct_matches = direct_matches + 1;
            end
            if (code1 == history1) begin
                code1_matched = 1;
                history1_matched = 1;
                direct_matches = direct_matches + 1;
            end
            if (code2 == history2) begin
                code2_matched = 1;
                history2_matched = 1;
                direct_matches = direct_matches + 1;
            end
            if (code3 == history3) begin
                code3_matched = 1;
                history3_matched = 1;
                direct_matches = direct_matches + 1;
            end
            if (code0_matched == 0) begin
                if (code0 == history1 && history1_matched == 0) begin
                    code0_matched = 1;
                    history1_matched = 1;
                    indirect_matches = indirect_matches + 1;
                end
                else if (code0 == history2 && history2_matched == 0) begin
                    code0_matched = 1;
                    history2_matched = 1;
                    indirect_matches = indirect_matches + 1;
                end
                else if (code0 == history3 && history3_matched == 0) begin
                    code0_matched = 1;
                    history3_matched = 1;
                    indirect_matches = indirect_matches + 1;
                end
            end
            if (code1_matched == 0) begin
                if (code1 == history0 && history0_matched == 0) begin
                    code1_matched = 1;
                    history0_matched = 1;
                    indirect_matches = indirect_matches + 1;
                end
                else if (code1 == history2 && history2_matched == 0) begin
                    code1_matched = 1;
                    history2_matched = 1;
                    indirect_matches = indirect_matches + 1;
                end
                else if (code1 == history3 && history3_matched == 0) begin
                    code1_matched = 1;
                    history3_matched = 1;
                    indirect_matches = indirect_matches + 1;
                end
            end
            if (code2_matched == 0) begin
                if (code2 == history0 && history0_matched == 0) begin
                    code2_matched = 1;
                    history0_matched = 1;
                    indirect_matches = indirect_matches + 1;
                end
                else if (code2 == history1 && history1_matched == 0) begin
                    code2_matched = 1;
                    history1_matched = 1;
                    indirect_matches = indirect_matches + 1;
                end
                else if (code2 == history3 && history3_matched == 0) begin
                    code2_matched = 1;
                    history3_matched = 1;
                    indirect_matches = indirect_matches + 1;
                end
            end
            if (code3_matched == 0) begin
                if (code3 == history0 && history0_matched == 0) begin
                    code3_matched = 1;
                    history0_matched = 1;
                    indirect_matches = indirect_matches + 1;
                end
                else if (code3 == history1 && history1_matched == 0) begin
                    code3_matched = 1;
                    history1_matched = 1;
                    indirect_matches = indirect_matches + 1;
                end
                else if (code3 == history2 && history2_matched == 0) begin
                    code3_matched = 1;
                    history2_matched = 1;
                    indirect_matches = indirect_matches + 1;
                end
            end
            no_matches = 4 - direct_matches - indirect_matches;
            if (direct_matches >= 1)
                ssd0 <= 2;
            else if (indirect_matches + direct_matches >= 1)
                ssd0 <= 1;
            else
                ssd0 <= 0;
            if (direct_matches >= 2)
                ssd1 <= 2;
            else if (indirect_matches + direct_matches >= 2)
                ssd1 <= 1;
            else
                ssd1 <= 0;
            if (direct_matches >= 3)
                ssd2 <= 2;
            else if (indirect_matches + direct_matches >= 3)
                ssd2 <= 1;
            else
                ssd2 <= 0;
            if (direct_matches == 4)
                ssd3 <= 2;
            else if (indirect_matches + direct_matches == 4)
                ssd3 <= 1;
            else
                ssd3 <= 0;
            if (direct_matches == 4)
                game_is_ending = 1;
            if (last_turn)  begin
                game_is_ending = 1;
            end
        end
    end
    always @(posedge clk)   begin
        if (game_is_ending)
            end_game_cnt = end_game_cnt + 1;
        if (end_game_cnt == 4)
            game_over <= 1;
        if (game_over == 1)
            game_over <= 0;
    end
endmodule
```
`flow/constraint.sdc`:
```
current_design feedback

set clk_period 7.1
set clk_io_pct 0.2

create_clock -name clk0 -period $clk_period [get_ports {clk}]

set non_clock_inputs [all_inputs -no_clocks]
set_input_delay [expr $clk_period * $clk_io_pct] -clock clk0 $non_clock_inputs
set_output_delay [expr $clk_period * $clk_io_pct] -clock clk0 [all_outputs]
```
`flow/run.sh`:
```
#!/bin/bash
# OpenROAD 26Q1-2900-gdf79404cd8, Yosys 0.63+post, stock flow scripts
make -C /OpenROAD-flow-scripts/flow DESIGN_CONFIG=/design/flow/config.mk WORK_HOME=/design/flow/orfs finish
```
==> results.txt <==
Physical implementation

Across all checked pins, the minimum headroom to the slew limit is 42.9%. The synthesis stat section lists a flop and latch total of approximately 42. The origin of the critical flop-to-flop path is end_game_cnt[0].

On the worst path, the slowest cell contributes a delay of 760 ps. For reference, the final report shows the max-slew violation count at 0. The highest ir drop seen on vdd is 156 µV. The residual DRC count is 0. The data arrival time of the worst path is between 3000 and 4000 ps. After layout, the setup clock skew is reported as 9.25 ps. The detail route stage leaves a number of antenna-violating nets equal to 0. The critical path required time is 7330 ps. The post-synthesis instance area is 0.00297 mm². After synthesis, the share of flip-flops with an asynchronous set or reset is 0%. The cell family contributing the most delay on the critical path is simple AND/OR/NAND/NOR gates. Final hold analysis gives a worst-case slack of 449 ps. According to the floorplan report, the die width is 88.2 µm. Clock latency on the worst-skew pair, taken at its later pin, is ~280 ps. Setup repair after global routing left no endpoint under its margin. The flow reports an fmax of 321 MHz. The script extracted a total leakage power of 1.41 nW. The category of the most critical setup path is flip-flop to flip-flop.

The total die area is 0.00778 mm². TritonCTS created 5 clock buffers. In this run the critical path is formed by ha_1 -> nand4_1 -> nor4_1 -> nand2_1 -> xnor2_1 -> or4b_2 -> a2111oi_0 -> and4b_1. Averaged over all synthesized cells, the footprint is between 8 and 9 µm². After layout, the design draws a total of 0.670 mW. After the first detailed-routing iteration, the DRC count stood at 120. The endpoint kind of the worst setup timing path is a flip-flop. The antenna cell count is 0.

For the pin with the worst max-slew slack, the measured transition is 848 ps. The flow ran to the end, and the final reports show no timing, DRC or antenna violations. The detail-routed via count per cell is 5.22.

The H-tree was split into 2 levels. The report lists the number of standard-cell rows as 31. Counting flops with a built-in enable in the synthesized netlist gives 0. The main flop type after synthesis is dfxtp_1.

According to the dpl log, the detail-placed design has an HPWL of 5210 µm. The worst setup path is launched from a flip-flop. The pin count of the biggest net entering global routing is 19.

The timer found 9 register pins that no clock reaches; their paths are not timed. The cts-stage hold buffer count is 0. TritonCTS built the clock tree. The number of warnings reported in the stage logs is 26. The total negative setup slack is 0 ps. Looking at the critical path, the single cell with the biggest stage delay is nor4_1. The synthesized chip area reported by yosys is 0.00297 mm². The synthesized netlist handed to floorplanning was reported with a cell count of 359. By area the synthesized netlist is led by dfxtp_1, xnor2_1, xor2_1.

Before placement the cells fill 41.2% of the core. The routed wirelength normalized by instance count is 13.4 µm. Per the synthesis report, the dominant area consumer among library cells is dfxtp_1.

The layout summary lists the proportion of cells stronger than drive strength 1 as between 6 and 7%. The routed layout has 2565 vias. The die span in y is 88.2 µm. During I/O placement, the number of pins put on the boundary was 35.

The total of fill cells in the finished design is roughly 700. CTS placed an instance of clkbuf_8 at the clock tree root. The type of the most critical hold path is flip-flop to flip-flop. The hold path startpoint is end_game_cnt[31]. The sequential cell area is roughly 800 µm². The number of endpoints with negative hold slack in the final report is 0.

The number of global-route vias before repair came to 2336. The power per standard cell area is 190 mW/mm². The count of endpoints without a timing constraint is 16.

The number of distinct standard cells referenced by the synthesized netlist is 60. The routed design could run at a clock period as short as 3120 ps. The count of buffers from port buffering is 34.

The first global-routing pass estimated between 10000 and 15000 µm of wire. The highest net fanout along the worst path is 6. The final layout contains routed wiring with a total length of 6570 µm.

The sum of overflow across all layers after global routing is 0. The post-CTS repair timing setup buffer count is 0. The number of max-cap violations is 0. The core box area is 0.00721 mm².

The cell total in the yosys stat output is 359. The area fraction of the dominant cell type after synthesis is between 20% and 30%. The timing startpoint of the critical path is end_game_cnt[0].

The number of cells upsized or downsized after cts is 0. The longest clock path from root to sink contains 2 buffers. The number of buffers and inverters on the critical path is 0.

After its last routability iteration, the placer logged a weighted congestion of about 0.85. The combinational gate area is 0.00210 mm². The first detailed-routing pass ran for 4 iterations.

The initial antenna violation count was 0. Global routing used 18.3% of the available tracks across all layers. In the final report, the number of endpoints failing setup comes to 0. The flow measured a signed area growth from synthesis to layout of 18.4%.

The synthesis warning total is 33. The final critical path takes up 43.9% of the cycle. The clock-pin transition on the worst setup and hold timing paths is 70 ps.
==> worst paths after layout <==
| kind | to | slack (ps) | depth (start not counted) |
|---|---|---|---|
| setup / recovery | game_over | 3980 | 8 |
| hold reg to reg | end_game_cnt[31] | 450 | 1 |
| setup reg to reg | game_over | 3980 | 8 |
| hold / removal | end_game_cnt[31] | 450 | 1 |
==> synth_stat cells (all sizes together) (6+ instances only) <==
library cell,instances
a211oi,6
a21oi,7
and3,9
clkbuf,7
dfxtp,33
dlxtn,9
ha,11
inv,9
nand2,31
nand3,27
nand4,7
nor2,24
nor3,19
nor4,8
o21ai,9
xnor2,49
xor2,36
==> layer usage <==
| layer | up-vias | global-route usage, % | part of all wire (%) |
|---|---|---|---|
| met5 | - | 0 | 0 |
| met4 | 0 | 1.76 | 0.82 |
| met3 | 6 | 2.00 | 3.1 |
| met2 | 53 | 28.7 | 45 |
| met1 | 1176 | 28.5 | 51 |
| li1 | 1330 | - | - |
==> state kept, by name, indices dropped and copies added (netlist names) <==
register,cells
ssd1,2
end_game_cnt,32
game_is_ending,1
ssd2,2
ssd3,2
ssd0,2
game_over,1
==> cells by family after synthesis <==
group | share of synthesized area (%)
flops | 22.2
fa+ha+maj | 5.31
buf+inv | 2.69
simple gates | 25.8
mux | 2.19
latches | 4.55
compound gates | 12.0
xor+xnor | 25.1
other cells | 0.253
==> cell type report <==
cell class	instances	share of cell area (%)
Clock buffer	7	2.45
Clock inverter	1	0.854
Timing Repair Buffer	35	9.89
Sequential cell	42	22.6
Inverter	10	1.07
Multi-Input combinational cell	297	59.6
Tap cell	99	3.52
==> worst register-to-register path: cells and delay by family (launching register included) <==
| family | cells | cell delay (ps) |
|---|---|---|
| DFF | 1 | 430 |
| xor gates and xnor gates | 1 | 170 |
| and+or+nand+nor | 5 | 1910 |
| adders and majority gates | 1 | 220 |
| AOI/OAI and AO/OA | 1 | 330 |
==> cell usage in the layout (no fill, tap or decap), types with 2 or more instances in the layout <==
cell type | synthesis | routed
xnor2_1 | 49 | 49
xor2_1 | 36 | 36
clkdlybuf4s50_1 | 0 | 34
dfxtp_1 | 33 | 33
nand2_1 | 31 | 31
nand3_1 | 25 | 25
nor2_1 | 24 | 24
nor3_1 | 18 | 18
ha_1 | 11 | 11
and3_1 | 9 | 9
o21ai_0 | 9 | 9
dlxtn_1 | 9 | 9
nor4_1 | 8 | 8
inv_1 | 8 | 8
a21oi_1 | 7 | 7
nand4_1 | 7 | 7
clkbuf_8 | 0 | 6
a211oi_1 | 5 | 5
mux2_2 | 4 | 4
and4_1 | 4 | 4
o21a_1 | 3 | 3
a221oi_1 | 3 | 3
a211o_1 | 3 | 3
nand3_2 | 2 | 2
nand3b_1 | 2 | 2
nand2b_1 | 2 | 2
or2_2 | 2 | 2
o21bai_1 | 2 | 2
mux2i_1 | 2 | 2
conb_1 | 2 | 2
==> metrics by stage <==
stage	worst slack [ps]	util, %	area, µm²	std cells
floorplan	4490	-	2970	359
global placement	4200	47.1	3400	483
detailed placement	4060	47.1	3400	483
CTS	4010	48.8	3520	491
global route	3780	48.8	3520	491
finish	3980	48.8	3520	491
==> power by group <==
| part | total [mW] | internal, mW | switching, mW |
|---|---|---|---|
| combinational | 0.240 | 0.120 | 0.120 |
| sequential | 0.248 | 0.219 | 0.0293 |
| clock | 0.181 | 0.114 | 0.0669 |
Power is estimated from default activity; no workload was simulated.
