## run.sh

```bash
#!/bin/bash
# OpenROAD 26Q1-2900-gdf79404cd8, Yosys 0.63+post, stock flow scripts
make -C /OpenROAD-flow-scripts/flow DESIGN_CONFIG=/design/flow/config.mk WORK_HOME=/design/flow/orfs finish
```

## config.mk

```make
export PLATFORM = sky130hd
export DESIGN_NAME = stopwatch
export DESIGN_NICKNAME = stopwatch
export VERILOG_FILES = /design/flow/design.v
export SDC_FILE = /design/flow/constraint.sdc
export NUM_CORES = 4
export LEC_CHECK = 1
export CORE_UTILIZATION = 40
```

## constraint.sdc

```tcl
current_design stopwatch

set clk_period 4.3
set clk_io_pct 0.2

create_clock -name clk0 -period $clk_period [get_ports {clk}]

set non_clock_inputs [all_inputs -no_clocks]
set_input_delay [expr $clk_period * $clk_io_pct] -clock clk0 $non_clock_inputs
set_output_delay [expr $clk_period * $clk_io_pct] -clock clk0 [all_outputs]
```

## design.v

```verilog
module blink(
    input wire clk,
    input wire enable,
    input wire [7:0] digit1,
    input wire [7:0] digit2,
    output reg [7:0] digit1_out,
    output reg [7:0] digit2_out
);
    reg show = 0;
    always @(posedge clk) begin
        show <= ~show;
        if (enable && !show) begin
            digit1_out <= ~8'b00000000;
            digit2_out <= ~8'b00000000;
        end
        else begin          
            digit1_out <= digit1;
            digit2_out <= digit2;
        end
     end
endmodule
`timescale 1ns / 1ps
module clock_div(
    input clk,
    input rst,
    output reg two_hz_clk,
    output reg one_hz_clk,
    output reg four_hundred_hz_clk,
    output reg four_hz_clk
);
integer two_hz_cnt, one_hz_cnt, four_hundred_hz_cnt, four_hz_cnt;
always @ (posedge clk) begin
    if (rst) begin
        two_hz_cnt  <= 0;
        one_hz_cnt  <= 0;
        four_hundred_hz_cnt <= 0;
        four_hz_cnt <= 0;
        two_hz_clk <= 0;
        one_hz_clk <= 0;
        four_hundred_hz_cnt <= 0;
        four_hz_clk <= 0;
    end
    else begin
        two_hz_cnt <= two_hz_cnt + 1;
        one_hz_cnt <= one_hz_cnt + 1;
        four_hundred_hz_cnt <= four_hundred_hz_cnt + 1;
        four_hz_cnt <= four_hz_cnt + 1;   
        if (two_hz_cnt == 50000000 - 1) begin
            two_hz_clk <= 1;
            two_hz_cnt <= 0;
        end
        else begin
            two_hz_clk <= 0;
        end
        if (one_hz_cnt == 100000000 - 1) begin
            one_hz_clk <= 1;
            one_hz_cnt <= 0;
        end
        else begin
            one_hz_clk <= 0;
        end
        if (four_hundred_hz_cnt == 250000 - 1) begin
            four_hundred_hz_clk <= 1;
            four_hundred_hz_cnt <= 0;
        end
        else begin
            four_hundred_hz_clk <= 0;
        end
        if (four_hz_cnt == 25000000 - 1) begin
            four_hz_clk <= 1;
            four_hz_cnt <= 0;
        end
        else begin
            four_hz_clk <= 0;
        end
    end
 end
endmodule
`timescale 1ns / 1ps
module counter(
    input clk,
    input rst,
    output wire [3:0] count_ones,
    output wire [3:0] count_tens,
    output reg c_out
);
    wire c_out_ones;
    reg rst_tens;
    dec_counter ones_place (
        .clk(clk),
        .rst(rst),
        .count(count_ones),
        .c_out(c_out_ones)
    );
    dec_counter tens_place (
        .clk(c_out_ones),
        .rst(rst_tens),
        .count(count_tens),
        .c_out()
    );
    always @(posedge clk or posedge rst) begin
        if (rst) begin
            rst_tens <= 1;
            c_out <= 0;
        end
        else if (count_tens == 5 && count_ones == 9) begin
            rst_tens <= 1;
            c_out <= 1;
        end
        else begin
            c_out <= 0;
            rst_tens <= 0;
        end
    end
endmodule
`timescale 1ns / 1ps
module debouncer(
    input wire clk,
    input wire btn_in,
    output reg btn_state
);
    reg [2:0] hist;
    initial
        btn_state = 0;
    always @(posedge clk) begin
        hist <= {hist[1:0], btn_in};
        if (hist == 3'b110)
            btn_state <= ~btn_state;
    end
endmodule
`timescale 1ns / 1ps
module dec_counter(
    input wire       clk,
    input wire       rst,
    output reg [3:0] count,
    output reg       c_out
);
    initial begin
        c_out = 0;
        count = 0;
    end
    always @(posedge clk or posedge rst) begin
        if (rst) begin
            count <= 4'b0000;
            c_out <= 0;
        end
        else begin
            if (count == 4'b 1001) begin
                count <= 4'b 0000;
                c_out <= 1;
            end
            else begin
                count <= count + 1;
                c_out <= 0;
            end
        end
    end
endmodule
`timescale 1ns / 1ps
module ssd_converter(
    input  wire [3:0] n,
    output reg  [7:0] ssd
);
    always @(n) begin
        case (n)           
            4'h0: ssd <= ~8'b00111111;  
            4'h1: ssd <= ~8'b00000110;  
            4'h2: ssd <= ~8'b01011011;  
            4'h3: ssd <= ~8'b01001111;  
            4'h4: ssd <= ~8'b01100110;  
            4'h5: ssd <= ~8'b01101101;  
            4'h6: ssd <= ~8'b01111101;  
            4'h7: ssd <= ~8'b00000111;  
            4'h8: ssd <= ~8'b01111111;  
            4'h9: ssd <= ~8'b01101111;  
        endcase
    end
endmodule
`timescale 1ns / 1ps
module ssd_driver(
    input wire clk,
    input wire [7:0] digit1,  
    input wire [7:0] digit2,
    input wire [7:0] digit3,
    input wire [7:0] digit4,
    output reg [7:0] cathode,
    output reg [3:0] anode
);
    integer i = 0;
    integer i_last = 3;
    integer j;
    initial begin
        for (j = 0; j < 4; j = j+1)
            anode[j] = 1;
    end
    always @(posedge clk) begin
        anode[i_last] <= 1;
        anode[i] <= 0;
        case (i)
            'd 0: cathode <= digit1;
            'd 1: cathode <= digit2;
            'd 2: cathode <= digit3;
            'd 3: cathode <= digit4;
        endcase
        i_last <= i;
        i = (i + 1) % 4;
    end
endmodule
`timescale 1ns / 1ps
module stopwatch(
    input           clk,
    input   [1:0]   sw,      
    input           btnS,    
    input           btnR,    
    output  [7:0]   seg,     
    output  [3:0]   an       
    );
    wire one_hz, two_hz, four_hz, four_hundred_hz;
    wire rst, pause;
	 assign rst = btnR;
    wire adj = sw[0];
    wire sel = sw[1];
    clock_div cdiv(
        .clk(clk),
        .rst(rst),
        .one_hz_clk(one_hz),
        .two_hz_clk(two_hz),
        .four_hz_clk(four_hz),
        .four_hundred_hz_clk(four_hundred_hz)
    );
    debouncer pause_db(
        .clk(four_hundred_hz),
        .btn_in(btnS),
        .btn_state(pause)
    );
    wire [3:0] ones_sec, tens_sec, ones_min, tens_min;
    wire counter_clk, seconds_clk, minutes_clk, sec_overflow;
    assign counter_clk = (adj) ? two_hz : (pause ? 0 : one_hz);
    assign seconds_clk = (adj && !sel) ? 0 : counter_clk;
    assign minutes_clk = (adj && !sel) ? counter_clk : (adj ? 0 : sec_overflow);
    counter seconds(
        .clk(seconds_clk),
        .rst(rst),
        .count_ones(ones_sec),
        .count_tens(tens_sec),
        .c_out(sec_overflow)
    );
    counter minutes(
        .clk(minutes_clk),
        .rst(rst),
        .count_ones(ones_min),
        .count_tens(tens_min),
        .c_out()
    );
    wire [7:0] digit1, digit2, digit3, digit4;
    ssd_converter sec_ones_convert(
        .n(ones_sec),
        .ssd(digit1)
    );
    ssd_converter sec_tens_convert(
        .n(tens_sec),
        .ssd(digit2)
    );
    ssd_converter min_ones_convert(
        .n(ones_min),
        .ssd(digit3)
    );
    ssd_converter min_tens_convert(
        .n(tens_min),
        .ssd(digit4)
    );
    wire [7:0] digit1_blink, digit2_blink, digit3_blink, digit4_blink;
	 blink secBlink(
	      .clk(four_hz),
			.enable(adj && sel),
			.digit1(digit1),
			.digit2(digit2),
			.digit1_out(digit1_blink),
			.digit2_out(digit2_blink)
	 );
	 blink minBlink(
	      .clk(four_hz),
			.enable(adj && !sel),
			.digit1(digit3),
			.digit2(digit4),
			.digit1_out(digit3_blink),
			.digit2_out(digit4_blink)
	 );
    ssd_driver driver(
        .clk(four_hundred_hz),
        .digit1(digit1_blink),
        .digit2(digit2_blink),
        .digit3(digit3_blink),
        .digit4(digit4_blink),
        .cathode(seg),
        .anode(an)
    );
endmodule
```

==> flow_summary.yaml <==
# generated from flow reports
floorplan:
  dieWidth_um: 155.6
  initCoreUtil_pct: 41.20
  io_pins: 17
  die_h_um: 155.6
  die_area_um2: 24220
  core_um2: 22920
  num_rows: 55
finish:
  logic_area_um2: 4390
  nFillCells: 2170
  syn2layout_area_growth_pct: 10.88
  ff_latch_area_um2: 4702
  fin_area_um2: 10470
  drive_gt1_share_pct: 5.910
synth:
  topCellsByArea: "dfxtp_1 (37%), nor2_1 (6.4%), xnor2_1 (5.7%), xor2_1 (5.1%), dfrtp_1 (5.0%)"
  ff_type: "dfxtp_1"
  top_area_cell: "dfxtp_1"
  synth_cell_types: 58
  numSynthFlops: 232
  synth.cell_area_um2: 9442
  edf_count: 9
  async_flop_share_pct: 9.052
  avgSynthCellArea_um2: 8.966
  synth_warnings: 7
  ys_cells: 1053
  syn_inst: 1053
  top_cell_area_share_pct: 36.89
  ys_chip_area_um2: 9442
clocking:
  cts_buffer_depth: 2
  clk_latency_ns: 0.41
  postCtsSetupBuffers: 0
  cts_resized: 0
  htreeDepth: 4
  numCtsBuffers: 17
  root_buffer: "clkbuf_16"
  postCtsHoldBufs: 0
  clk_pin_slew_ns: 0.05
  cts_tree: "built"
grt:
  grt.total_usage_pct: 14.57
  gr-total-overflow: 0
  grt_pass1_vias: 6319
  grt_pass1_wl_um: 28830
  grt_max_degree: 33
  antenna_found_initial: 0
run:
  maxCapViolations: 0
  warning_count: 34
critical_path:
  rr_startpoint: "cdiv.one_hz_cnt[11]"
  critPathCaptureType: "flop"
  cp_max_fo: 26
  crit_type: "input port to flop"
  worst_r2r_endpoint: "cdiv.one_hz_cnt[20]"
  cp_data_required_time_ns: 4.59
  r2r_slack_ns: 1.85
  cp.arrival_ns: 2.76
  r2r_cells: 6
  endpoint: "cdiv.four_hz_cnt[28]"
  cp-start-kind: "input port"
  startpoint: "btnR"
final_timing:
  timing.slew.headroom_pct: 43.76
  rsz0062_at_grt: "false"
  finClkSkew_ns: 0.006794
  period_needed_ns: 2.469
  setup_tns_ns: 0
  unclocked_pins: 100
  hold_viol: 0
  slew_violations: 0
  finalSetupViolations: 0
  max_clock_freq_ghz: 0.4050
  worst_pin_slew_ns: 0.8364
  period_used_pct: 57.42
  unconstrained_endpoints: 119
routing:
  drtIter0Drc: 287
  vias: 6833
  vias_per_cell: 4.955
  drc: 0
  ant_nets: 0
  dr.pass1.iters: 4
  insertedDiodeCount: 0
  wl_per_cell_um: 11.98
  routed_wl_um: 16510
placement:
  numPortBuffers: 15
  placedInstanceArea_um2: 9863
  hpwl_um: 11590
  gp_congestion: 0.8549
power_and_ir_drop:
  p_leak_nw: 3.840
  vdd_drop_max_mv: 0.3675
  power_density_nw_per_um2: 265.5
status:
  status: "finished clean"
min_path:
  min_path_type: "flop to flop"
  hold_depth: 1
[how the worst min path moves through the flow]
stage	start	endpoint	slack, ns
CTS	cdiv.four_hz_cnt[0]	cdiv.four_hz_cnt[0]	0.46
global route	cdiv.four_hz_cnt[0]	cdiv.four_hz_cnt[0]	0.49
finish	cdiv.four_hz_cnt[0]	cdiv.four_hz_cnt[0]	0.46
[worst max-delay path: stages]
cell and delay [ns]:
clkdlybuf4s50_1 0.45, buf_4 0.26, clkinv_1 0.57, o21ai_2 0.20
buf_4 0.31, nor2_1 0.09
[metrics by stage]
step	instances	power [mW]	worst slack (ns)	hold WS, ns	utilization [%]
final	1379	2.779	1.831	0.4623	45.68
after global placement	1347	1.344	1.386	0.4418	43.04
after global routing	1379	2.887	1.552	0.4875	45.68
after detailed placement	1347	1.346	1.322	0.4474	43.04
after floorplan	1053	1.328	2.130	0.4262	-
after CTS	1379	2.817	1.764	0.4629	45.68
[state kept, by name, indices dropped and copies added (netlist names), 32 cells and up]
name and count:
cdiv.four_hundred_hz_cnt 32, cdiv.one_hz_cnt 32, cdiv.four_hz_cnt 32, cdiv.two_hz_cnt 32
[cell usage after synthesis (2+ instances only)]
cell type  number
and4_1         14
nor3b_1         2
dfxtp_1       174
nand4_1        40
a222oi_1        7
dfrtp_1        19
nor3_1         35
or2_2          16
clkbuf_1       35
dfstp_2         2
a22o_1          2
xor2_1         55
or3_1           2
nor4b_1         9
ha_1           17
dlxtn_1        28
o22ai_1         3
edfxtp_1        9
a21oi_1        33
nor4_1         25
buf_8           2
nand2b_1       22
nand3b_1        2
and2_1          7
o21a_1          4
o21ai_0        25
nor4_2          3
a41oi_1         2
inv_1          42
nor4bb_1        2
mux2i_1         3
xnor2_1        61
or4_1           4
and3_1         18
nor2_1        161
nand3_1        59
o31ai_1         4
nor2b_1         3
buf_1           3
nand2_1        81
[cell families (layout without fill, tap and decap cells)]
logic type / Yosys count / after routing / synth area share [%]
AND/OR/NAND/NOR: 510 / 510 / 27.35
flip-flops: 204 / 204 / 45.35
XOR/XNOR: 116 / 116 / 10.76
AND-OR/OR-AND: 88 / 88 / 5.685
buffers and inverters: 86 / 99 / 3.790
latches: 28 / 28 / 4.453
adder cells (fa/ha/maj): 17 / 17 / 2.253
multiplexers: 3 / 3 / 0.3181
other: 1 / 1 / 0.03972
[power breakdown]
| part | leakage (nW) | switching [mW] | internal (mW) | total, mW |
|---|---|---|---|---|
| clock network | 0.290 | 0.505 | 0.956 | 1.46 |
| logic | 1.57 | 0.0354 | 0.0202 | 0.0556 |
| registers | 1.98 | 0.0163 | 1.25 | 1.26 |
[layout by cell type, fill, tap and decap left out, types with 3 or more instances in the layout]
master | Yosys | routed
o21ai_0 | 25 | 25
nor4b_1 | 9 | 9
xor2_1 | 55 | 55
a222oi_1 | 7 | 7
mux2i_1 | 3 | 3
edfxtp_1 | 9 | 9
a21oi_1 | 33 | 33
clkbuf_8 | 0 | 3
o22ai_1 | 3 | 3
nand4_1 | 40 | 40
and2_1 | 7 | 7
buf_4 | 1 | 9
nor4_2 | 3 | 3
xnor2_1 | 61 | 61
or2_2 | 16 | 16
and4_1 | 14 | 14
o21a_1 | 4 | 4
nand2_1 | 81 | 81
nand3_1 | 59 | 59
o31ai_1 | 4 | 3
or4_1 | 4 | 4
bufinv_16 | 0 | 3
and3_1 | 18 | 18
nor2b_1 | 3 | 3
clkbuf_16 | 0 | 17
nor4_1 | 25 | 25
dlxtn_1 | 28 | 28
nor2_1 | 161 | 161
nand2b_1 | 22 | 22
dfxtp_1 | 174 | 174
clkbuf_1 | 35 | 4
dfrtp_1 | 19 | 19
clkdlybuf4s50_1 | 0 | 15
nor3_1 | 35 | 35
ha_1 | 17 | 17
inv_1 | 42 | 42
[routing by layer]
metal / track usage, % / up-vias / share of wire, %
met5: 0 / - / 0
met4: 2.288 / 0 / 1.8
met3: 1.754 / 20 / 2.0
met2: 23.64 / 64 / 45
met1: 21.91 / 3153 / 51
li1: - / 3596 / -
[final cells by class]
class,count,area share [%]
clock buffer,24,4.601
clock inverter,8,1.183
inverter,43,1.542
multi-input combinational,735,41.94
sequential,232,44.91
tap,313,3.741
timing repair buffer,24,2.080
Power figures rest on the tool's default switching activity, not on a simulated workload.
